**flow/design.v**
```verilog
module acc (
	input logic clk,
	input logic [7:0] a,
	output logic [7:0] s,
	output logic cary,overflow_1);
	logic [7:0] tmpa;
	logic [7:0] tmps;
	logic tmpover,tmpc;
	always_ff @(posedge clk) begin
	tmpa <= a;
	s <= tmps;
   overflow_1 <= tmpover;
	cary <= tmpc;
	end 
	overflow overflow1 (.a(tmpa),.b(s),.sum(tmps),.v(tmpover),.cary(tmpc));
	endmodule 
module overflow 
	#(parameter N = 8)
(
			input logic [7:0] a,b,
			output logic cary,
			output logic [7:0] sum,
			output logic v);
			 logic [7:0] c_out;
	adder add0 ( .a(a[0]),
					.b(b[0]),
					.c_in (1'b0),
					.c_out (c_out[0]),
					.sum (sum[0]) );
	genvar i;
	generate
	for ( i = 1; i < N ; i++) begin : overflow2
	adder add ( .a(a[i]),
					.b(b[i]),
					.c_in (c_out[i-1]),
					.c_out (c_out[i]),
					.sum (sum[i]) );				
	end 
   endgenerate
	assign v = c_out[6] ^ c_out[7];
	assign cary = c_out[7];
	endmodule 
	module adder (
					input logic a,b,c_in,
					output logic c_out,sum);
	assign {c_out,sum} = a + b + c_in;
	endmodule 
module wrapper (                         
					input logic [7:0] SW,
					input logic [1:0] KEY,
					output logic [9:0] LEDR,
					output logic [6:0] HEX0,HEX1,HEX2,HEX3);
acc wrapp (.a(SW),.clk(KEY[0]),.s(LEDR[7:0]),.cary(LEDR[8]),.overflow_1(LEDR[9]));
always_comb begin
case (SW[3:0])
	    4'b0000: HEX0 = 7'b1000000; 
	    4'b0001: HEX0 = 7'b1111001; 
	    4'b0010: HEX0 = 7'b0100100; 
	    4'b0011: HEX0 = 7'b0110000; 
	    4'b0100: HEX0 = 7'b0011001; 
	    4'b0101: HEX0 = 7'b0010010; 
	    4'b0110: HEX0 = 7'b0000010; 
	    4'b0111: HEX0 = 7'b1111000; 
	    4'b1000: HEX0 = 7'b0000000; 
	    4'b1001: HEX0 = 7'b0010000; 
	   default: HEX0 =  7'b1000000;
	endcase 
case (SW[7:4])
	    4'b0000: HEX1 = 7'b1000000; 
	    4'b0001: HEX1 = 7'b1111001; 
	    4'b0010: HEX1 = 7'b0100100; 
	    4'b0011: HEX1 = 7'b0110000; 
	    4'b0100: HEX1 = 7'b0011001; 
	    4'b0101: HEX1 = 7'b0010010; 
	    4'b0110: HEX1 = 7'b0000010; 
	    4'b0111: HEX1 = 7'b1111000; 
	    4'b1000: HEX1 = 7'b0000000; 
	    4'b1001: HEX1 = 7'b0010000; 
	   default: HEX1 =  7'b1000000;
	endcase
case (LEDR[3:0])
	    4'b0000: HEX2 = 7'b1000000; 
	    4'b0001: HEX2 = 7'b1111001; 
	    4'b0010: HEX2 = 7'b0100100; 
	    4'b0011: HEX2 = 7'b0110000; 
	    4'b0100: HEX2 = 7'b0011001; 
	    4'b0101: HEX2 = 7'b0010010; 
	    4'b0110: HEX2 = 7'b0000010; 
	    4'b0111: HEX2 = 7'b1111000; 
	    4'b1000: HEX2 = 7'b0000000; 
	    4'b1001: HEX2 = 7'b0010000; 
	   default: HEX2 =  7'b1000000;
	endcase 
case (LEDR[7:4])
	    4'b0000: HEX3 = 7'b1000000; 
	    4'b0001: HEX3 = 7'b1111001; 
	    4'b0010: HEX3 = 7'b0100100; 
	    4'b0011: HEX3 = 7'b0110000; 
	    4'b0100: HEX3 = 7'b0011001; 
	    4'b0101: HEX3 = 7'b0010010; 
	    4'b0110: HEX3 = 7'b0000010; 
	    4'b0111: HEX3 = 7'b1111000; 
	    4'b1000: HEX3 = 7'b0000000; 
	    4'b1001: HEX3 = 7'b0010000; 
	   default: HEX3 =  7'b1000000;
	endcase 
end 
endmodule 
```
**flow/run.sh**
```bash
#!/bin/bash
# OpenROAD 26Q1-2900-gdf79404cd8, Yosys 0.63+post, stock flow scripts
make -C /OpenROAD-flow-scripts/flow DESIGN_CONFIG=/design/flow/config.mk WORK_HOME=/design/flow/orfs finish
```
**flow/config.mk**
```make
export PLATFORM = sky130hd
export DESIGN_NAME = wrapper
export DESIGN_NICKNAME = wrapper
export VERILOG_FILES = /design/flow/design.v
export SDC_FILE = /design/flow/constraint.sdc
export NUM_CORES = 4
export LEC_CHECK = 1
export CORE_UTILIZATION = 30
```
**flow/constraint.sdc**
```tcl
current_design wrapper

set clk_period 4.4
set clk_io_pct 0.2

create_clock -name clk0 -period $clk_period [get_ports {KEY}]

set non_clock_inputs [all_inputs -no_clocks]
set_input_delay [expr $clk_period * $clk_io_pct] -clock clk0 $non_clock_inputs
set_output_delay [expr $clk_period * $clk_io_pct] -clock clk0 [all_outputs]
```
==> impl_metrics.json <==
{
  "status": "complete, no violations",
  "chipHeight_um": 75.3,
  "cts_root_buf": "clkbuf_8",
  "fin_setup_tns_ps": 0,
  "critPathLaunchType": "flop",
  "critPathSlowestCell": "fa_1",
  "finalClockPeriodUsage_pct": 86.4,
  "place.gp.congestion": 0.787,
  "synthXorXnorAreaFrac_pct": 1.63,
  "cp_max_fo": 11,
  "slew_headroom_pct": 76.5,
  "grtUsageTotal_pct": 9.78,
  "rr_worst_depth": 12,
  "drive_gt1_share_pct": 4.00,
  "ff2ff_setup_slack_ps": 600,
  "row_count": 26,
  "final_area_um2": 2120,
  "cp_num_buf_inv": 2,
  "rsz0062_at_grt": "no",
  "cp_top_family": "adder cells",
  "post_drt_wl_per_cell_um": 9.54,
  "final_layout_top_logic_cells": "clkdlybuf4s50_1 (46), dfxtp_1 (32), inv_1 (22)",
  "simple_gate_share_pct": 11.4,
  "sequentialPowerShare_pct": 30.5,
  "reg2reg_to": "HEX3[4]",
  "topCombFamilyByArea": "adder cells",
  "p_total_mw": 1.46,
  "max_freq_mhz": 263,
  "worst-setup-path-type": "flop to flop",
  "drv_cap": 0,
  "dp.cells": 265,
  "adder_share_pct": 25.0,
  "syn_inst": 165,
  "core_util_floorplan_pct": 31.4,
  "drt_first_pass_iters": 4,
  "finalSetupViolations": 0,
  "syn-cell-area_um2": 1610,
  "pwr-share-clk_pct": 10.7,
  "cpMostUsedCell": "fa_1",
  "path_clk_slew_ps": 50,
  "lay_top_count": "clkdlybuf4s50_1",
  "syn_avg_cell_area_um2": 9.77,
  "register_area_um2": 641,
  "ys_types": 30,
  "comb_area_um2": 774,
  "fp.dieArea_um2": 5670,
  "routed_via_density": 3.97,
  "grt_pass1_vias": 964,
  "ys_seq_elements": 32,
  "nFillCells": 546,
  "rr_startpoint": "wrapp.s[0]",
  "compound_area_share_pct": 8.07,
  "place_area_um2": 2050,
  "p_sw_mw": 0.509,
  "crit_end": "HEX3[4]",
  "portBuffers": 46,
  "die_x_um": 75.3,
  "leakage_nw": 0.941,
  "crit_chain": "ha_1, fa_1, inv_1, fa_1, fa_1, fa_1, fa_1, fa_1, inv_1, fa_1, or3_1, o21ai_0",
  "startpoint": "wrapp.s[0]",
  "clkSinkCount": 32,
  "postLayoutCoreUtil_pct": 41.2,
  "drt_wl_total_um": 2580,
  "ctsResizeCount": 0,
  "hpwl_um": 1940,
  "end_kind": "flop",
  "critPathArrivalTime_ps": 3960,
  "power_density_nw_per_um2": 688,
  "cp_slowest_stage_delay_ps": 550,
  "vias": 1072,
  "ant_nets": 0,
  "intPower_mw": 0.948,
  "clock_skew_ps": 0,
  "final_cell_count_no_fill": 270,
  "tool_warnings": 72,
  "clk_latency_ps": 240,
  "diodes": 0,
  "drtIter0Drc": 24,
  "ys_chip_area_um2": 1610,
  "drcViolationCount": 0,
  "min_path_type": "flop to flop",
  "cts_tree": "done",
  "peakVddDrop_mv": 0.203,
  "grt_pass1_wl_um": 4230,
  "coreArea_um2": 5140,
  "final_max_slew_viol_count": 0,
  "switching_share_pct": 35.0,
  "grt_max_degree": 13,
  "ys_cells": 165,
  "tightest_slew_ps": 352,
  "grt-ovfl-total": 0,
  "cts_htree_levels": 2,
  "clockBufferDepth": 2,
  "cp.depth": 12,
  "layout_min_cycle_time_ps": 3800,
  "post_cts_buffers": 0,
  "syn_to_final_growth_pct": 31.3,
  "ys_warn_count": 2,
  "finalHoldViolCount": 0,
  "ys_sh_mux_pct": 1.94,
  "grt_antenna_before_repair": 0,
  "synth-seq-area-share_pct": 39.7,
  "cts_buffers": 5,
  "required_ps": 4560,
  "comb_power_share_pct": 58.8,
  "ctsHoldBuffers": 0,
  "ios": 48
}
==> power by group through the flow <==
stage	Clock [mW]	Combinational, mW	Sequential (mW)
final	0.156	0.856	0.445
after global routing	0.213	0.994	0.456
after CTS	0.201	0.867	0.447
==> routing by layer <==
| metal | wire length, µm | global-route usage [%] |
|---|---|---|
| met1 | 1290 | 14.7 |
| met3 | 218 | 3.89 |
| met5 | 0 | 0 |
| met2 | 1000 | 13.8 |
| met4 | 63 | 1.85 |
==> worst reg2reg max path: stages, from the launching register on <==
cell	delay, ps
dfxtp_1	320
ha_1	160
fa_1	160
inv_1	50
fa_1	370
fa_1	390
fa_1	390
fa_1	390
fa_1	410
inv_1	90
fa_1	550
or3_1	390
o21ai_0	80
==> final cells by class <==
class,instances,share of cell area (%)
clock buffers,5,3.25
inverters,23,4.08
multi-input cells,94,36.6
flip-flops and latches,32,30.2
well taps,70,4.13
repair buffers,46,21.7
==> stage by stage <==
| stage | setup slack (ps) | hold WS [ps] |
|---|---|---|
| after floorplan | 725 | 515 |
| after global placement | 641 | 581 |
| after detailed placement | 593 | 577 |
| after CTS | 590 | 595 |
| after global routing | 449 | 642 |
| final | 600 | 584 |
==> synth_stat cells <==
master	number	area [µm²]
nand2_1	11	41.3
nor3b_1	3	22.5
nand3b_1	1	7.51
xnor2_1	3	26.3
ha_1	21	263
nand2b_1	2	12.5
buf_4	11	82.6
and3_1	1	6.26
inv_1	22	82.6
or3_1	1	6.26
fa_1	7	140
a211oi_1	3	22.5
nor4_2	1	12.5
buf_6	1	11.3
mux2i_1	2	20.0
nor2_1	13	48.8
o31ai_1	1	7.51
and3b_1	1	8.76
a22oi_1	1	7.51
nor2b_1	1	6.26
nor4_1	1	6.26
a21oi_1	13	65.1
clkbuf_1	2	7.51
buf_2	2	10.0
dfxtp_1	32	641
o21a_1	1	7.51
inv_2	1	3.75
mux2_2	1	11.3
nor3_1	1	5.00
o21ai_0	4	20.0
==> worst min-delay path by stage <==
stage	cells past startpoint	endpoint	startpoint	slack (ps)
4_1_cts	1	wrapp.cary	wrapp.tmpa[7]	600
5_1_grt	1	wrapp.cary	wrapp.tmpa[7]	640
6_report	1	wrapp.cary	wrapp.tmpa[7]	580
==> sequential cells by signal, summed over array words and instances (netlist names) <==
name              flops
HEX2                  7
HEX3                  7
wrapp.cary            1
wrapp.overflow_1      1
wrapp.s               8
wrapp.tmpa            8
==> cells by family after synthesis <==
| kind of cell | count (synthesis) |
|---|---|
| buffers and inverters | 39 |
| and+or+nand+nor | 37 |
| DFF | 32 |
| adders and majority gates | 28 |
| AOI/OAI and AO/OA | 23 |
| xor gates and xnor gates | 3 |
| muxes | 3 |
Power figures rest on the tool's default switching activity, not on a simulated workload.
